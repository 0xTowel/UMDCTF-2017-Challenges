===== /design/flow/config.mk =====
export PLATFORM = sky130hd
export DESIGN_NAME = homework
export DESIGN_NICKNAME = homework
export VERILOG_FILES = /design/flow/design.v
export SDC_FILE = /design/flow/constraint.sdc
export NUM_CORES = 4
export LEC_CHECK = 1
export CORE_AREA = 10 10 70 70
export DIE_AREA = 0 0 80 80

===== /design/flow/constraint.sdc =====
current_design homework

set clk_period 1.1
set clk_io_pct 0.2

create_clock -name clk0 -period $clk_period [get_ports {clk}]

set non_clock_inputs [all_inputs -no_clocks]
set_input_delay [expr $clk_period * $clk_io_pct] -clock clk0 $non_clock_inputs
set_output_delay [expr $clk_period * $clk_io_pct] -clock clk0 [all_outputs]

===== /design/flow/design.v =====
module homework (
  input clk,
  input clr,
  input [7:0] d,
  output [8:0] q
);
wire [8:0] r;
assign q = r;
always @ (posedge clk or posedge clr) begin
  if (clr) begin
    r <= 1'b0;
  end
  else begin
    r[0] <=        ~d[7] &  d[6] &  d[5] & ~d[4] &  d[3] &  d[2] &  d[1] & ~d[0];
    r[1] <= r[0] & ~d[7] & ~d[6] &  d[5] &  d[4] & ~d[3] & ~d[2] & ~d[1] & ~d[0];
    r[2] <= r[1] & ~d[7] &  d[6] & ~d[5] &  d[4] &  d[3] &  d[2] &  d[1] &  d[0];
    r[3] <= r[2] & ~d[7] &  d[6] &  d[5] &  d[4] & ~d[3] & ~d[2] &  d[1] &  d[0];
    r[4] <= r[3] & ~d[7] &  d[6] & ~d[5] &  d[4] & ~d[3] & ~d[2] & ~d[1] & ~d[0];
    r[5] <= r[4] & ~d[7] & ~d[6] &  d[5] &  d[4] & ~d[3] & ~d[2] & ~d[1] &  d[0];
    r[6] <= r[5] & ~d[7] &  d[6] &  d[5] & ~d[4] & ~d[3] & ~d[2] &  d[1] &  d[0];
    r[7] <= r[6] & ~d[7] & ~d[6] &  d[5] &  d[4] & ~d[3] & ~d[2] &  d[1] &  d[0];
    r[8] <= r[7];
  end
end
endmodule

===== /design/flow/run.sh =====
#!/bin/bash
# OpenROAD 26Q1-2900-gdf79404cd8, Yosys 0.63+post, stock flow scripts
make -C /OpenROAD-flow-scripts/flow DESIGN_CONFIG=/design/flow/config.mk WORK_HOME=/design/flow/orfs finish

==> flow_summary.ini <==
; implementation run metrics
[outcome]
outcome = completed

[detailed_routing]
avgViaCountPerCell = 3.35
ant_nets = 0
vias = 358
detailedRoute.firstPassIterationCount = 4
drt_iter0_markers = 8
route.detailed.drc = 0
drt-wirelength-per-cell_um = 11.3
wl_um = 1210
antenna_cells = 0

[timing]
setup_violations = 0
period_needed_ns = 1.07
clock.fmax_mhz = 936
slew_headroom_pct = 76.4
period_used_pct = 97.2
hold_viol = 0
skew_ns = 0.00812
maxSlewViolCount = 0
worst_slew_pin_slew_ns = 0.354
rsz0062_at_grt = yes

[floorplan]
core_um2 = 3420
num_io_pins = 19
rows = 21
die_area_um2 = 6400
floorplan.core_util_pct = 11.2
chipHeight_um = 80
dieWidth_um = 80

[synthesis]
topCellsByArea = dfrtp_1, nor4_2, nor3_1
yosysChipArea_um2 = 382
syn_inst = 32
ys.flops = 9
ys_cells = 32
synth_seq_share_pct = 59.0
largest_area_cell = dfrtp_1
ys_warn_count = 11
top_area_share_pct = 59.0
synthDistinctLibCells = 14
syn_area_um2 = 382
synth.avg_cell_area_um2 = 11.9

[global_routing]
top_usage_layer = met1
antenna_found_initial = 0
grt_max_degree = 10
grt_use_met2_pct = 4.41
grt_pass1_vias = 397
grt_use_total_pct = 3.80
grt_first_pass_wirelength_um = 1900
grtUsageMet1_pct = 5.56
overflow = 0
grt_use_met3_pct = 2.95

[clocking]
insertion_delay_ns = 0.26
cts.sinks = 9
cts_buffers = 3
clk_pin_slew_worst_paths_ns = 0.07
htree_levels = 1
cts_root_buf = clkbuf_4
cts_hold_buffers = 0
clockBufferDepth = 2
cts_tree = yes

[layout]
layout.cells.most_common = dfrtp_1
drive_above_1_share_pct = 31.1
largest_reg_flops = 9
nFillCells = 384
final_cells = 107
post-route-util_pct = 20.7
final_cell_mix = dfrtp_1, clkdlybuf4s15_1, buf_4
top_regs = r (9)
top_register = r
area_growth_pct = 84.9

[worst_setup_path]
worstPathArrival_ns = 1.25
critPathMaxFanout = 2
path_cells = clkdlybuf4s50_1 > or3b_4 > nor4_4
path_class = input port to flip-flop
slowest_delay_ns = 0.42
cp_slowest_cell = clkdlybuf4s50_1
worstSetupStartpointType = input port
required_ns = 1.28
cpLargestDelayFamily = simple AND/OR/NAND/NOR gates
cp_num_buf_inv = 1
rrSetupSlack_ns = 0.29
endpoint_kind = flip-flop

[power_and_ir_drop]
power.leakage_nw = 0.293
peakVddDrop_mv = 0.600
powerDensity_nw_per_um2 = 946
total_power_mw = 0.668

[placement]
dp.cells = 100
hpwl_um = 942
io_buffers = 18
routabilityCongestion = 0.809

[run]
warnings = 26
drv_cap = 0

[min_path]
hp-class = input port to async pin
-- report_power, final --
part           leakage [nW]  internal [mW]  switching [mW]  total, mW
Sequential            0.126          0.331       0.0000626      0.331
Combinational         0.150         0.0423          0.0388     0.0811
Clock                0.0177          0.134           0.121      0.255
-- Yosys cell counts, drive strengths merged --
| cell | count |
|---|---|
| inv | 2 |
| nor4 | 4 |
| buf | 1 |
| or3 | 1 |
| or3b | 1 |
| nand2b | 1 |
| nand3b | 1 |
| dfrtp | 9 |
| nand4 | 1 |
| nand3 | 2 |
| nand4b | 2 |
| nor3 | 4 |
| nand2 | 3 |
-- worst reg2reg max path, cell delays in order, from the launching register on --
cell	delay, ns
dfrtp_1	0.34
buf_4	0.10
inv_1	0.04
nor4_2	0.23
-- per-layer routing --
layer,vias to the layer above,share of wire (%)
li1,175,-
met1,164,51
met2,19,35
met3,0,14
met4,0,0
met5,-,0
-- logic make-up after synthesis --
family	Yosys count	synth area share [%]
AND/OR/NAND/NOR	20	36.1
flip-flops	9	59.0
buffers and inverters	3	4.92
-- layout make-up --
type	count	area (µm²)	area share [%]
clock buffers	3	22.5	3.19
clock inverters	1	5.00	0.709
inverters	2	7.51	1.06
multi-input cells	20	159	22.5
flip-flops and latches	9	225	31.9
well taps	46	57.6	8.16
repair buffers	26	229	32.4
-- what timing repair did --
action,4_1_cts,5_1_grt
setup buffers,3,0
resized,24,4
pin swaps,2,1
endpoints found under the setup margin,16,4
-- final timing paths --
path,start,end,depth (start not counted)
max,d[0],r[4],3
max reg2reg,r[4],r[5],3
min,clr,r[4],2
min reg2reg,r[7],r[8],0
max in group asynchronous,clr,r[5],2
min in group clk0,d[7],r[2],3
-- per-stage QoR --
stage,hold slack (ns),area [µm²],TNS [ns],setup slack [ns]
final,0.222,706,0,0.0313
after global routing,0.244,706,0,0.00314
after CTS,0.227,696,0,0.0195
after detailed placement,0.366,646,-2.81,-0.413
after global placement,0.361,646,-2.73,-0.392
after floorplan,0.0479,382,0,0.0628
Power and IR drop assume default switching activity.
